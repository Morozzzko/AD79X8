===== flow/config.mk =====
export PLATFORM = sky130hd
export DESIGN_NAME = AD79X8
export DESIGN_NICKNAME = AD79X8
export VERILOG_FILES = /design/flow/design.v
export SDC_FILE = /design/flow/constraint.sdc
export NUM_CORES = 4
export LEC_CHECK = 1
export CORE_UTILIZATION = 50

===== flow/constraint.sdc =====
current_design AD79X8

set clk_period 2.6
set clk_io_pct 0.2

create_clock -name clk0 -period $clk_period [get_ports {clk}]

set non_clock_inputs [all_inputs -no_clocks]
set_input_delay [expr $clk_period * $clk_io_pct] -clock clk0 $non_clock_inputs
set_output_delay [expr $clk_period * $clk_io_pct] -clock clk0 [all_outputs]

===== flow/design.v =====
`timescale 100 ps / 1 ps
module AD79X8(serial_in, serial_out, bus_in, bus_out, sclk, cs, initiate, clk, ready, reset);
    parameter clk_division = 10;  
    parameter clk_digits = 4;  
    input serial_in;  
    input [15:0] bus_in;  
    input initiate;  
    input clk;  
    input reset;  
    output ready;  
    output reg sclk = 1'b1;  
    output serial_out;  
    output reg [15:0] bus_out = 16'b0;  
    output reg cs = 1'b1;  
    assign ready = cs;
    assign serial_out = RgIn[15];
    reg [3:0] count = 4'b1111;
    reg [15:0] RgIn = 16'b0;
    reg [clk_digits:0] clk_counter = 0;
    always @(posedge clk) begin
        if (ready && reset) begin
            clk_counter = 0;
        end
        else if (~ready || initiate) begin 
            clk_counter = clk_counter + 1;
            if (clk_counter == 1) begin
                sclk <= 1'b1;
            end
            else if (clk_counter == clk_division) begin
                clk_counter <= 0;
                sclk <= 1'b0;
            end
        end
    end
    always @(posedge clk) begin
        if (reset && ready) begin
            cs <= 1'b1;
        end
        else begin
            if (initiate && cs) begin
                RgIn <= bus_in;
                cs <= 1'b0;
            end
            else begin 
                RgIn <= RgIn << 1;
            end
            if (count == 4'b0000) begin
                cs <= 1'b1;
            end
        end
    end
    always @(negedge sclk) begin
        bus_out[count] <= serial_in;
        if (count == 4'b0000) begin
            count <= 4'b1111;
        end
        else begin
            count <= count - 1'b1;
        end
    end
endmodule

===== flow/run.sh =====
#!/bin/bash
# OpenROAD 26Q1-2900-gdf79404cd8, Yosys 0.63+post, stock flow scripts
make -C /OpenROAD-flow-scripts/flow DESIGN_CONFIG=/design/flow/config.mk WORK_HOME=/design/flow/orfs finish

==> results.sh <==
# implementation run metrics
export IMPL_cts_reportedPaths_clkPinSlew_ps=70
export IMPL_dieHeight_um=65.51
export IMPL_internal_power_uw=1017
export IMPL_skew_ps=0.7467
export IMPL_htree_num_levels=1
export IMPL_grt_max_degree=21
export IMPL_ctsResizeCount=0
export IMPL_clk_path_buf_depth=2
export IMPL_core_area_um2=3771
export IMPL_power_leakage_uw=0.0009839
export IMPL_drv_slew=0
export IMPL_setup_violations_final=0
export IMPL_cp_num_buf_inv=1
export IMPL_dp_slack_ps=519.6
export IMPL_drive_gt1_share_pct=14.22
export IMPL_path_cells="clkdlybuf4s50_1"
export IMPL_pwr_share_comb_pct=29.8
export IMPL_syn_area_um2=2017
export IMPL_diodes=0
export IMPL_flop_cell="dfxtp_1"
export IMPL_grt_overflow_total=0
export IMPL_synth_cell_types=39
export IMPL_tightest_slew_ps=585.7
export IMPL_routed_wl_um=3155
export IMPL_critPathRequiredTime_ps=2080
export IMPL_slew_headroom_pct=60.86
export IMPL_worst_path_max_fanout=9
export IMPL_rsz0062_at_grt="no"
export IMPL_fp_util_pct=53.48
export IMPL_criticalPathCategory="reg2out"
export IMPL_unclocked_pins=20
export IMPL_synth_avg_cell_area_um2=12.08
export IMPL_slowest_delay_ps=530
export IMPL_yosysSeqAreaShare_pct=51.12
export IMPL_worst_setup_path_end_kind="output pin"
export IMPL_yosysWarningCount=1
export IMPL_drt_initial_drc_count=84
export IMPL_clock_fmax_mhz=553.3
export IMPL_ir_worst_vdd_mv=0.4505
export IMPL_crit_family="buffers and inverters"
export IMPL_cts_tree="built"
export IMPL_crit_slowest_cell="clkdlybuf4s50_1"
export IMPL_dr_pass1_iters=4
export IMPL_postCtsHoldBufs=0
export IMPL_flop_area_um2=1031
export IMPL_grt_pass1_vias=1236
export IMPL_dieArea_um2=4292
export IMPL_root_buffer="clkbuf_8"
export IMPL_hold_viol_final=0
export IMPL_cp_arrival_ps=1290
export IMPL_fin_crit_ps=1807
export IMPL_grt_first_pass_wirelength_um=5520
export IMPL_min_from="RgIn[9]$_DFFE_PN_"
export IMPL_ys_cells=167
export IMPL_gp_congestion=0.8075
export IMPL_clkLatencyLatePin_ps=250
export IMPL_async_flop_share_pct=0
export IMPL_via_count=1337
export IMPL_clkPwrFrac_pct=15.2
export IMPL_max_cap_viol_count=0
export IMPL_ys_ff=43
export IMPL_chipWidth_um=65.51
export IMPL_untimed_endpoints=36
export IMPL_crit_start="cs$_SDFFE_PP1P_"
export IMPL_num_rows=22
export IMPL_syn_inst=167
export IMPL_io_pins=40
export IMPL_seq_power_share_pct=55.1
export IMPL_drc=0
export IMPL_ant_nets=0
export IMPL_final_setup_worst_slack_ps=792.5
export IMPL_warnings=31
export IMPL_final_comb_area_um2=903.4
export IMPL_reg2reg_from="cs$_SDFFE_PP1P_"
export IMPL_status="finished, final reports clean"
export IMPL_grt_use_total_pct=17.06
export IMPL_antenna_found_initial=0
export IMPL_p_per_area_nw_per_um2=546.8
export IMPL_yosys_stat_area_um2=2017
export IMPL_switching_power_uw=332.2
export IMPL_cts_made_buffers=3
export IMPL_cts_setup_buffers=0
export IMPL_power_share_switching_pct=24.63
export IMPL_fin_crit_sh_pct=69.52
export IMPL_viasPerCell=5.306
export IMPL_area_growth_pct=22.33
export IMPL_routedWlPerCell_um=12.52
export IMPL_hold_class="reg2reg"
export IMPL_tns_ps=0
export IMPL_edf_count=17
export IMPL_fillCellCount=281
export IMPL_port_buffers=39
export IMPL_critPathLaunchType="flip-flop"
export IMPL_dp_hpwl_um=2414
[final cells by class]
class / count / share of cell area [%]
timing repair buffer: 40 / 16.13
inverter: 8 / 1.217
clock buffer: 4 / 1.826
multi-input combinational: 109 / 36.61
tap: 48 / 2.434
sequential: 43 / 41.78
[synth_stat cells, types with 4 or more instances]
library cell  number  area share [%]
inv_1              8             1.5
o2bb2ai_1          6             2.6
nand2_1           15             2.8
a22o_1             8             3.5
ha_1               7             4.3
mux2_2            15             8.4
o21ai_0            7             1.7
xor2_1             4             1.7
dfxtp_1           26              26
a21oi_1            6             1.5
edfxtp_1          17              25
nor2_1             5            0.93
and3_1             4             1.2
[path summary, 6_finish.rpt]
kind                            depth (start not counted)                  to  slack (ps)
worst max-delay path                                    1                  cs         790
worst min-delay path                                    1  RgIn[10]$_DFFE_PN_         550
worst max register to register                          2   RgIn[9]$_DFFE_PN_        1010
worst min register to register                          1  RgIn[10]$_DFFE_PN_         550
[per-layer routing]
layer  up-vias  wire length (um)  GRT usage, %
li1        680                 -             -
met1       628              1544         28.69
met2        23              1494         26.29
met3         6                59        0.7042
met4         0                56         3.261
met5         -                 0             0
[state kept, by name (all words and copies together), names as in the netlist]
| register | flops |
|---|---|
| sclk | 1 |
| clk_counter | 5 |
| count | 4 |
| RgIn | 16 |
| cs | 1 |
| bus_out | 16 |
[layout by cell type, fill, tap and decap left out, drive strengths merged, types with 2 or more instances in the layout]
cell type      netlist  final
clkdlybuf4s50        0     39
dfxtp               26     26
mux2                19     19
edfxtp              17     17
nand2               15     15
inv                  8      8
a22o                 8      8
o21ai                8      8
ha                   7      7
a21oi                6      6
o2bb2ai              6      6
nor2                 5      5
and3                 4      4
xor2                 4      4
clkbuf               2      4
nand3                3      3
nand3b               3      3
o31ai                3      3
nand2b               2      2
or3b                 2      2
nor3                 2      2
[power groups by stage]
stage	combinational, uW	clock (uW)	sequential [uW]
after CTS	406	215	744
after global routing	455	236	760
final	402	204	743
[stage by stage]
stage                     utilization (%)  hold WS, ps  power (uW)  cells  area, um2
after floorplan                         -        490.2        1002    167       2017
after global placement              64.23        526.4        1140    248       2422
after detailed placement            64.23        529.2        1154    248       2422
after CTS                           65.43        551.9        1364    252       2467
after global routing                65.43        566.7        1451    252       2467
final                               65.43        548.5        1349    252       2467
[logic make-up (layout without fill, tap and decap cells)]
group                      after synthesis  in the layout  share of synthesized area, %
AOI/OAI and AO/OA                       36             36                         15.57
xor gates and xnor gates                 5              5                         2.171
adders and majority gates                7              7                         4.342
buffers and inverters                   15             52                         4.094
DFF                                     43             43                         51.12
muxes                                   20             20                         11.29
and+or+nand+nor                         41             41                         11.41
Power and IR drop assume default switching activity.
